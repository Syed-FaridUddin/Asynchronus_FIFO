### /design/flow/constraint.sdc
current_design TopLevelModule

set clk_period 5.6
set clk_io_pct 0.2

create_clock -name clk0 -period $clk_period [get_ports {FIFO_r_clk}]
create_clock -name clk1 -period $clk_period [get_ports {FIFO_w_clk}]

set non_clock_inputs [all_inputs -no_clocks]
set_input_delay [expr $clk_period * $clk_io_pct] -clock clk0 $non_clock_inputs
set_output_delay [expr $clk_period * $clk_io_pct] -clock clk0 [all_outputs]
### /design/flow/config.mk
export PLATFORM = sky130hd
export DESIGN_NAME = TopLevelModule
export DESIGN_NICKNAME = TopLevelModule
export VERILOG_FILES = /design/flow/design.v
export SDC_FILE = /design/flow/constraint.sdc
export NUM_CORES = 4
export LEC_CHECK = 1
export CORE_UTILIZATION = 50
### /design/flow/run.sh
#!/bin/bash
# OpenROAD 26Q1-2900-gdf79404cd8, Yosys 0.63+post, stock flow scripts
make -C /OpenROAD-flow-scripts/flow DESIGN_CONFIG=/design/flow/config.mk WORK_HOME=/design/flow/orfs finish
### /design/flow/design.v
module BinaryToGray (
	input [4:0]binary,
	output [4:0]gray
);
	assign gray[4] = binary[4];
	assign gray[3] = binary[4]^binary[3];
	assign gray[2] = binary[3]^binary[2];
	assign gray[1] = binary[2]^binary[1];
	assign gray[0] = binary[1]^binary[0];
endmodule
module FIFO_mem (
	input [3:0]w_add,
	input [15:0]w_data,
	input w_en,
	input w_clk,
	input [3:0]r_add,
	output [15:0]r_data,
	input r_en,
	input r_clk,
	input full,
	input empty
);
	reg [15:0]RAM[15:0];
	integer i;
	initial begin	 
		for (i=0; i<16; i=i+1) begin
			RAM[i] = 16'h0;
		end
	end
	always @ (posedge w_clk) begin
		if (w_en & ~full) begin
			RAM[w_add] <= w_data;      
		end
		else begin
			RAM[w_add] <= RAM[w_add];  
		end 		
	end
	reg [15:0]r_data_reg;
	assign r_data = r_data_reg;
	always @ (posedge r_clk) begin
		if (r_en & ~empty) begin
			r_data_reg <= RAM[r_add];
		end
		else begin
			r_data_reg <= r_data_reg;
		end		
	end
endmodule
module GrayToBinary (
	input  [4:0]gray,
	output [4:0]binary
);
	assign binary[4] = gray[4];
	assign binary[3] = binary[4]^gray[3];
	assign binary[2] = binary[3]^gray[2];
	assign binary[1] = binary[2]^gray[1];
	assign binary[0] = binary[1]^gray[0];
endmodule
module TopLevelModule (
		input 	[15:0]data_in, 
		input 	FIFO_w_clk,
		input 	FIFO_w_en,
		input 	FIFO_w_reset,
		output	FIFO_full,
		input 	FIFO_r_clk,
		input 	FIFO_r_en,
		input 	FIFO_r_reset,
		output 	[15:0]data_out,
		output	FIFO_empty
);
	reg  [4:0]r_add_synched;
	wire [4:0]w_add;  
	wire [4:0]w_add_gray_w_clk;  
	wire [4:0]w_add_gray_r_clk;  
	wire [4:0]w_add_bin_r_clk;
	reg  [4:0]w_add_synched;
	wire [4:0]r_add;
	wire [4:0]r_add_gray_r_clk;  
	wire [4:0]r_add_gray_w_clk;  
	wire [4:0]r_add_bin_w_clk;
	always @ (posedge FIFO_w_clk) begin
		if (FIFO_w_reset) begin
			r_add_synched <= 5'd0;
		end
		else begin
			r_add_synched <= r_add_bin_w_clk;
		end
	end
	always @ (posedge FIFO_r_clk) begin
		if (FIFO_r_reset) begin
			w_add_synched <= 5'd0;
		end
		else begin
			w_add_synched <= w_add_bin_r_clk;
		end
	end
	write_ptr_controller w_ptr(
							 .w_clk(FIFO_w_clk),
							 .w_en(FIFO_w_en),
							 .w_reset(FIFO_w_reset),
							 .r_add_synched(r_add_synched),  
							 .w_add(w_add), 	 
							 .w_add_gray_synch(w_add_gray_w_clk),  
							 .full(FIFO_full)
							);
	synchronizer 		synch_r_clk(
							.asynch_data(w_add_gray_w_clk),
							.gen_clk(FIFO_r_clk),
							.reset(FIFO_r_reset),
							.synch_data(w_add_gray_r_clk)
							);
	GrayToBinary 		G2B_w(
							.gray(w_add_gray_r_clk),
							.binary(w_add_bin_r_clk)
							);
	read_ptr_controller r_ptr(
							 .r_clk(FIFO_r_clk),
							 .r_en(FIFO_r_en),
							 .r_reset(FIFO_r_reset),
							 .w_add_synched(w_add_synched),  
							 .r_add(r_add), 	 
							 .r_add_gray_synch(r_add_gray_r_clk),  
							 .empty(FIFO_empty)	
						);
	synchronizer 		synch_w_clk(
							.asynch_data(r_add_gray_r_clk),
							.gen_clk(FIFO_w_clk),
							.reset(FIFO_w_reset),
							.synch_data(r_add_gray_w_clk)
							);
	GrayToBinary 		G2B_r(
							.gray(r_add_gray_w_clk),
							.binary(r_add_bin_w_clk)
							);
	FIFO_mem 			mem(
							.w_add(w_add[3:0]),
							.w_data(data_in),
							.w_en(FIFO_w_en),
							.w_clk(FIFO_w_clk),
							.r_add(r_add[3:0]),
							.r_data(data_out),
							.r_en(FIFO_r_en),
							.r_clk(FIFO_r_clk),
							.full(FIFO_full),
							.empty(FIFO_empty)
						);
endmodule
module read_ptr_controller(
	input r_clk,
	input r_en,
	input r_reset,
	input  [4:0]w_add_synched,  
	output [4:0]r_add, 	 
	output [4:0]r_add_gray_synch,  
	output empty	
);
	assign empty = (w_add_synched == r_add)? 1'b1:1'b0;
	reg [4:0]r_add_reg;
	assign r_add = r_add_reg;
	always @ (posedge r_reset, posedge r_clk) begin
			if (r_reset) begin
				r_add_reg <= 5'd0;
			end
			else begin
				if (r_en & ~empty) begin
					if (r_add_reg == 5'd31) begin						
						r_add_reg <= 5'd0;  
					end
					else begin
						r_add_reg <= r_add_reg + 5'd1;
					end					
				end
				else if (r_en & empty) begin
					r_add_reg <= r_add_reg;  
				end
				else begin
					r_add_reg <= r_add_reg;  
				end
			end
	end
	wire [4:0]r_add_gray_asynch;
	BinaryToGray B2G(
					r_add_reg,  
					r_add_gray_asynch
	);
	reg [4:0]r_add_gray_synch_reg;
	assign r_add_gray_synch = r_add_gray_synch_reg;
	always @ (posedge r_reset, posedge r_clk) begin
			if (r_reset) begin
				r_add_gray_synch_reg <= 5'd0;
			end
			else begin
				if (r_en) begin
					r_add_gray_synch_reg <= r_add_gray_asynch;
				end
				else begin
					r_add_gray_synch_reg <= r_add_gray_synch_reg;
				end
			end
	end
endmodule
module synchronizer(
	input [4:0]asynch_data,
	input gen_clk,
	input reset,
	output [4:0]synch_data
);
	reg [4:0]out_FF1;
	reg [4:0]out_FF2;
	assign synch_data = out_FF2;
	always @ (posedge reset, posedge gen_clk) begin
		if (reset) begin
			out_FF1 <= 5'd0;
		end
		else begin
			out_FF1 <= asynch_data;
		end
	end
	always @ (posedge reset, posedge gen_clk) begin
		if (reset) begin
			out_FF2 <= 5'd0;
		end
		else begin
			out_FF2 <= out_FF1;
		end
	end
endmodule
module write_ptr_controller(
	input w_clk,
	input w_en,
	input w_reset,
	input  [4:0]r_add_synched,  
	output [4:0]w_add, 	 
	output [4:0]w_add_gray_synch,  
	output full
);
	assign full = ({~w_add[4], w_add[3:0]} == r_add_synched)? 1'b1:1'b0;
	reg [4:0]w_add_reg;
	assign w_add = w_add_reg;
	always @ (posedge w_reset, posedge w_clk) begin
			if (w_reset) begin
				w_add_reg <= 5'd0;
			end
			else begin
				if (w_en & ~full) begin
					if (w_add_reg == 5'd31) begin						
						w_add_reg <= 5'd0;  
					end
					else begin
						w_add_reg <= w_add_reg + 5'd1;
					end					
				end
				else if (w_en & full) begin
					w_add_reg <= w_add_reg;  
				end
				else begin
					w_add_reg <= w_add_reg;  
				end
			end
	end
	wire [4:0]w_add_gray_asynch;
	BinaryToGray B2G(
					w_add_reg,  
					w_add_gray_asynch
	);
	reg [4:0]w_add_gray_synch_reg;
	assign w_add_gray_synch = w_add_gray_synch_reg;
	always @ (posedge w_reset, posedge w_clk) begin
			if (w_reset) begin
				w_add_gray_synch_reg <= 5'd0;
			end
			else begin
				if (w_en) begin
					w_add_gray_synch_reg <= w_add_gray_asynch;
				end
				else begin
					w_add_gray_synch_reg <= w_add_gray_synch_reg;
				end
			end
	end
endmodule
==> metrics.cfg <==
[drt]
ant_nets=0
avgViaCountPerCell=5.713
wirelength_um=24910
vias=5713
drt_iter0_drc=435
diodes=0
drc_errors=0
first_pass_iters=4
wl_per_cell_um=24.91

[floorplanning]
placementRows=56
die_y_um=158.3
fp_util_pct=51.58
core_um2=23680
die-width_um=158.3
chip_area_um2=25060
ios=40

[setup_path]
crit_fanout=8
startpoint_type=flop
rr_startpoint=r_ptr.r_add_reg[0]
reg2reg_depth=4
critPathSlowestCell=dfrtp_1
critical_path.top_delay_family=simple AND/OR/NAND/NOR gates
max_stage_delay_ns=0.46
worstPathArrival_ns=2.47
critPathCaptureType=primary output
worstSetupStartpoint=w_ptr.w_add_reg[2]
critical_path_class=flop to primary output
crit_cells=5
worstPathRequired_ns=4.48
cp_cell_sequence=xnor2_1, nand3_1, or2_2, inv_1, clkdlybuf4s50_1
critPathBufInv=2

[pwr]
clkPwrFrac_pct=29.2
p_leak_nw=4.701
peakVddDrop_mv=0.2709
internal-power_mw=5.346
swShare_pct=28.66
p_switching_mw=2.148
pwr-share-comb_pct=26.3
powerDensity_nw_per_um2=533.2
p_seq_share_pct=44.6

[cells_and_area]
drive_gt1_share_pct=23.05
fin_util_pct=59.35
area_growth_pct=15.06
fillCellCount=1721
logic_area_um2=2658
largest_reg_flops=256
regArea_um2=9373

[synthesis]
synth_warnings=5
synthArstFlopShare_pct=12.42
ys_cells=593
syn_inst=593
synth_cell_types=38
numSynthFlops=322
syn_avg_cell_area_um2=20.60
flop_cell=edfxtp_1
netlist_area_um2=12220
edf_count=272
yosysSeqAreaShare_pct=76.70
yosys-stat-area_um2=12220

[cts]
cts.sinks=322
cts_tree=done
ctsHoldBuffers=0
post-cts-setup-buffers=0
cts_resized=0
clk_pin_slew_ns=0.07

[global_route]
grt_remaining_overflow=0
grt_pass1_wl_um=37690
grt_usage_pct=24.09
grt_max_degree=40
antenna_found_initial=0
grt_pass1_vias=6087

[sta]
slew_headroom_pct=38.36
slew_violations=0
worstMarginPinSlew_ns=0.9236
tns_ns=0
clock-skew-final_ns=0.01366
rsz0062_at_grt=false
final-setup-viol-count=0
finalHoldViolCount=0

[job]
warning_count=32
max_cap_viol_count=0

[worst_hold_path]
worstHoldPathType=flop to flop
worstHoldPathCells=0
worstHoldStart=r_ptr.r_add_gray_synch_reg[1]

[placement]
hpwl_um=15180
gp_congestion=0.9248
io_buffers=38

[outcome]
status=completed

layer usage:
| metal | up-vias | share of wire, % | GRT usage, % |
|---|---|---|---|
| met1 | 2920 | 37 | 36.02 |
| met4 | 0 | 2.6 | 5.266 |
| met2 | 244 | 49 | 35.38 |
| met3 | 41 | 12 | 12.66 |
| met5 | - | 0 | 0 |
| li1 | 2508 | - | - |
stage by stage:
stage          worst slack [ns]  area (um^2)  instances  hold slack, ns  power, mW
3_5_place_dp              2.095        12960        940          0.3347      5.369
3_3_place_gp              2.176        12960        940          0.3358      5.344
5_1_grt                   1.912        14050       1000          0.1722      7.847
2_1_floorplan             2.983        12220        593          0.3312      4.693
4_1_cts                   1.990        14050       1000          0.1641      7.565
6_report                  2.013        14050       1000          0.1558      7.493
final timing paths:
check	to	slack, ns
worst min-delay path	synch_w_clk.out_FF1[1]	0.16
min in group clk0	synch_r_clk.out_FF2[3]	0.35
max in group asynchronous	r_ptr.r_add_reg[0]	3.63
min in group asynchronous	synch_w_clk.out_FF1[4]	1.15
max in group clk1	mem.RAM[3][14]	2.63
worst max-delay path	FIFO_full	2.01
worst min register to register	synch_w_clk.out_FF1[1]	0.16
worst max register to register	mem.r_data_reg[9]	2.58
logic make-up after synthesis:
group | share of synthesized area [%]
AOI/OAI and AO/OA | 2.735
xor gates and xnor gates | 1.659
muxes | 12.96
adders and majority gates | 1.434
DFF | 76.70
and+or+nand+nor | 2.724
buffers and inverters | 1.792
final cells by class:
| class | count | share of cell area [%] |
|---|---|---|
| Clock inverter | 20 | 1.398 |
| Clock buffer | 40 | 6.365 |
| Timing Repair Buffer | 54 | 3.561 |
| Sequential cell | 322 | 66.69 |
| Inverter | 9 | 0.2404 |
| Multi-Input combinational cell | 236 | 18.91 |
| Tap cell | 319 | 2.840 |
cell usage after synthesis (all sizes together) (2+ instances only):
cell type,count,area (um^2)
edfxtp,272,8168
mux4,64,1441
a21oi,4,20.02
and3,3,18.77
o21ai,5,28.78
xnor3,2,45.04
ha,14,175.2
dfrtp,40,1001
inv,9,33.78
xor2,5,43.79
nor2b,3,18.77
o2bb2ai,3,26.28
mux2,11,131.4
dfxtp,10,200.2
buf,19,158.9
nor2,42,157.7
nand2b,3,18.77
o211ai,2,15.01
or2,4,25.02
nand3,2,10.01
nand2,12,45.04
o221ai,2,17.52
and2,4,25.02
clkbuf,7,26.28
xnor2,13,113.9
o22ai,32,200.2
layout by cell type, fill, tap and decap left out, drive strengths merged, types with 4 or more instances in the layout:
master | synthesis | layout
or2 | 4 | 4
xnor2 | 13 | 13
nor2 | 42 | 42
ha | 14 | 14
edfxtp | 272 | 272
a21oi | 4 | 4
bufinv | 0 | 4
dfrtp | 40 | 40
o21ai | 5 | 5
clkdlybuf4s50 | 0 | 38
xor2 | 5 | 5
dfxtp | 10 | 10
inv | 9 | 10
buf | 19 | 16
clkbuf | 7 | 40
and2 | 4 | 4
mux4 | 64 | 64
clkinv | 0 | 13
mux2 | 11 | 11
o22ai | 32 | 32
nand2 | 12 | 12
power by group through the flow:
stage | sequential (mW) | combinational (mW) | clock (mW)
4_1_cts | 3.35 | 1.99 | 2.22
5_1_grt | 3.40 | 2.14 | 2.31
6_report | 3.34 | 1.97 | 2.18
Power figures rest on the tool's default switching activity, not on a simulated workload.
